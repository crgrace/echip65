### flow/config.mk
export PLATFORM = sky130hd
export DESIGN_NAME = cic3_echip65_2x12RowV2
export DESIGN_NICKNAME = cic3_echip65_2x12RowV2
export VERILOG_FILES = /design/flow/design.v
export SDC_FILE = /design/flow/constraint.sdc
export NUM_CORES = 4
export LEC_CHECK = 1
export CORE_UTILIZATION = 30
### flow/constraint.sdc
current_design cic3_echip65_2x12RowV2

set clk_period 99.9
set clk_io_pct 0.2

create_clock -name clk0 -period $clk_period [get_ports {clk}]

set non_clock_inputs [all_inputs -no_clocks]
set_input_delay [expr $clk_period * $clk_io_pct] -clock clk0 $non_clock_inputs
set_output_delay [expr $clk_period * $clk_io_pct] -clock clk0 [all_outputs]
### flow/design.v
module cic3_clkdiv
    #(parameter DECIMATION_FACTOR = 256,  
    parameter CLOCK_WIDTH = $clog2(DECIMATION_FACTOR),
    parameter NUMBITS = 3*CLOCK_WIDTH+1)
    (output logic divided_clk,  
    input logic clk,  
    input logic reset_n);  
logic [CLOCK_WIDTH-1:0] clock_counter;
always_comb begin : clock_assign
    divided_clk = clock_counter[CLOCK_WIDTH-1]; 
end  
always_ff @ (negedge clk or negedge reset_n) begin
    if (!reset_n)
        clock_counter <= 'b0; 
    else 
        clock_counter <= clock_counter + 1'b1;
end  
endmodule
module cic3_echip65_2x12RowV2 
( 
output logic [(25-1):0] out0, 
output logic [(25-1):0] out1,
output logic [(25-1):0] out2, 
output logic [(25-1):0] out3,
output logic [(25-1):0] out4, 
output logic [(25-1):0] out5,
output logic [(25-1):0] out6, 
output logic [(25-1):0] out7,
output logic [(25-1):0] out8, 
output logic [(25-1):0] out9,
output logic [(25-1):0] out10, 
output logic [(25-1):0] out11,
output logic [(25-1):0] out12, 
output logic [(25-1):0] out13,
output logic [(25-1):0] out14, 
output logic [(25-1):0] out15,
output logic [(25-1):0] out16, 
output logic [(25-1):0] out17,
output logic [(25-1):0] out18, 
output logic [(25-1):0] out19,
output logic [(25-1):0] out20, 
output logic [(25-1):0] out21,
output logic [(25-1):0] out22, 
output logic [(25-1):0] out23,
input logic [(24-1):0] in,  
input logic clk,  
input logic reset_n  
);
logic divided_clk;
logic [(12-1):0] inR;  
logic [(12-1):0] inL;  
logic [(12*25-1):0] outR;  
logic [(12*25-1):0] outL;  
genvar k;
generate
    for (k=0; k<12; k=k+1) begin : FILTER_INPUTS
        assign inR[k] = in[k];
        assign inL[k] = in[k+12];
    end
endgenerate
assign out0 = outR[(25*1 -1):25*0];
assign out1 = outR[(25*2 -1):25*1];
assign out2 = outR[(25*3 -1):25*2];
assign out3 = outR[(25*4 -1):25*3];
assign out4 = outR[(25*5 -1):25*4];
assign out5 = outR[(25*6 -1):25*5];
assign out6 = outR[(25*7 -1):25*6];
assign out7 = outR[(25*8 -1):25*7];
assign out8 = outR[(25*9 -1):25*8];
assign out9 = outR[(25*10 -1):25*9];
assign out10 = outR[(25*11 -1):25*10];
assign out11 = outR[(25*12 -1):25*11];
assign out12 = outL[(25*1 -1):25*0];
assign out13 = outL[(25*2 -1):25*1];
assign out14 = outL[(25*3 -1):25*2];
assign out15 = outL[(25*4 -1):25*3];
assign out16 = outL[(25*5 -1):25*4];
assign out17 = outL[(25*6 -1):25*5];
assign out18 = outL[(25*7 -1):25*6];
assign out19 = outL[(25*8 -1):25*7];
assign out20 = outL[(25*9 -1):25*8];
assign out21 = outL[(25*10 -1):25*9];
assign out22 = outL[(25*11 -1):25*10];
assign out23 = outL[(25*12 -1):25*11];
cic3_clkdiv
    cic3_clkdiv (
        .divided_clk            (divided_clk),
        .clk                    (clk),  
        .reset_n                (reset_n)
    );
genvar j;
generate
    for (j=0; j<12; j=j+1) begin : FILTERS_LEFT
        cic3_echip65_simple_noclk  
            cic3_echip65_noclk (
                .out                    (outL[(j+1)*25-1:j*25]),  
                .in                     (inL[j]),
                .clk                    (clk),
                .divided_clk            (divided_clk),
                .reset_n                (reset_n)
            );
    end
endgenerate
genvar i;
generate
    for (i=0; i<12; i=i+1) begin : FILTERS_RIGHT
        cic3_echip65_simple_noclk  
            cic3_echip65_noclk (
                .out                    (outR[(i+1)*25-1:i*25]),  
                .in                     (inR[i]),
                .clk                    (clk),
                .divided_clk            (divided_clk),
                .reset_n                (reset_n)
            );
    end
endgenerate
endmodule
module cic3_echip65_simple_noclk  
    (output logic [25-1:0] out,  
    input logic in,  
    input logic clk,  
    input logic divided_clk,  
    input logic reset_n);  
logic [25-1:0] in_coded;  
logic [25-1:0] acc1;
logic [25-1:0] acc2;
logic [25-1:0] acc3;
logic [25-1:0] acc3_d;
logic [25-1:0] diff1;
logic [25-1:0] diff2;
logic [25-1:0] diff3;
logic [25-1:0] diff1_d;
logic [25-1:0] diff2_d;
always_comb begin : coder
    if (in) 
        in_coded = 1;
    else
        in_coded = 0;
end  
always_ff @ (posedge clk or negedge reset_n) begin 
    if (!reset_n) begin 
        acc1 <= 'b0; 
        acc2 <= 'b0; 
        acc3 <= 'b0; 
    end 
    else begin
        acc1 <= acc1 + in_coded; 
        acc2 <= acc2 + acc1; 
        acc3 <= acc3 + acc2;  
    end
end  
always_ff @ (posedge divided_clk or negedge reset_n) begin 
    if(!reset_n) begin
        acc3_d <= 'b0; 
        diff1_d <= 'b0; 
        diff2_d <= 'b0; 
        diff1 <= 'b0; 
        diff2 <= 'b0; 
        diff3 <= 'b0;
    end 
    else begin 
        diff1 <= acc3 - acc3_d; 
        diff2 <= diff1 - diff1_d; 
        diff3 <= diff2 - diff2_d; 
        acc3_d <= acc3; 
        diff1_d <= diff1; 
        diff2_d <= diff2; 
    end
end  
always_ff @ (negedge divided_clk or negedge reset_n) begin
    if (!reset_n) begin  
        out <= 'b0;
    end
    else begin  
        out <= diff3;
    end
end  
endmodule
### flow/run.sh
#!/bin/bash
# OpenROAD 26Q1-2900-gdf79404cd8, Yosys 0.63+post, stock flow scripts
make -C /OpenROAD-flow-scripts/flow DESIGN_CONFIG=/design/flow/config.mk WORK_HOME=/design/flow/orfs finish
==> changes_impl.md <==
## Flow update

- Biggest combinational cell group after synthesis: AND-OR/OR-AND gates
- Crit-path slowest cell: buf_16
- Worst vdd ir: 0.01403 mV
- DRC Markers: 0
- Most frequent logic cell in the layout: dfrtp_1
- Crit path buf inv count: 1
- Most frequent logic cells in the routed design: dfrtp_1, ha_1, inv_1
- Setup_tns: 0 ns
- GR met1 Demand/Resource: 0.1589
- Tot Pwr: 4141 µW
- Status: finished, final reports clean
- Die W: 1005 µm
- Adder Area Share: 0.1295
- Core area: 1,003,000 µm²
- Initial antenna violation count: 23
- Endpoints left unconstrained: 4,800
- Placed cells: 41,760
- HP Class: flop to flop
- Crit-path cells: buf_16
- Ys flop type: dfrtp_1
- PD cells: 12.42 nW/µm²
- Design area: 333,300 µm²
- CP max FO: 25
- Layout cells sized above 1: 0.02724
- Detailed Routing Iterations Pass 1: 5
- Area growth from synthesis to layout: 10.49%
- Nature of the critical path endpoint: async pin
- Pins over their slew limit: 0
- Placer congestion estimate: 0.8798
- Mapped Cells: 27,780
- Worst path required time: 51.11 ns
- Flip-flops with a built-in enable: 0
- Post-CTS setup buffer count: 0
- Final hold vios: 0
- Global-route wire length before repair: 880,800 µm
- Max-cap check violation count: 0
- CTS tree: yes
- Seq share, synth: 0.4985
- Post-synthesis cell area: 301,600 µm²
- Final wirelength: 506,500 µm
- Global routing's busiest layer: met2
- Post-synth cell types: 100
- Largest net degree at the start of global routing: 190
- Dpl ws: 29.90 ns
- Number of global-route vias before repair: 185,100
- H-tree Lvls: 4
- Ports: 626
- Register pins left without a clock: 4,200
- Row count: 368
- Static Leakage: 0.1602 µW
- Post-DP HPWL: 393,400 µm
- Post_cts resized: 0
- Port bufs: 625
- Number of synthesis warnings: 2
- Layout Skew: 0.09851 ns
- Met3 Use GR: 0.01398
- Routed len/inst: 12.01 µm
- CTS Buf Count: 229
- Worst Setup Start Kind: input port
- Starting density of the core: 0.3008
- Slew HR: 0.3465
- GRT overflow: 0
- Syn Area/Cell: 10.86 µm²
- Chip Area, Yosys: 301,600 µm²
- Met2 usage: 0.1622
- Final Non-Filler Cells: 42,190
- Clk latency late pin: 0.97 ns
- Yosys cell count: 27,780
- Worst setup margin: 30.88 ns
- Tool Warnings: 81
- Crit-path max cell delay: 0.20 ns
- Vert. Die Dim: 1005 µm
- Maximum clock path buffer count: 4
- Aoi share: 0.1463
- RSZ-0062 raised after global routing: false
- MUX area fraction: 0.001265
- Crit path max-delay family: buffers and inverters
- Yosys reg bits: 6,008
- Least-Margin Pin Slew: 0.9676 ns
- Via count: 191,900
- Final setup viols: 0
- XOR Share, Synth: 0.09039
- Clk root buf: clkbuf_16
- Placed Area: 325,400 µm²
- Total Routing Usage GR: 0.1028
- WP data arrival: 20.23 ns
- Hold_buf cts: 0
- Final ANT Viol Nets: 0
- Die area: 1,009,000 µm²
- Share of flip-flops with an asynchronous set or reset: 1.000
- Kind of critical path: input port to async pin
- Drt first-iter violations: 8,228
- Post-DR vias/cell: 4.549
- Clock slew at reported path FFs: 0.04 ns
- Simple share: 0.09963
## kinds of logic (layout without fill, tap and decap cells)
group | after synthesis | in the layout
compound gates | 6785 | 6785
simple gates | 6018 | 6018
flops | 6008 | 6008
xor+xnor | 3113 | 3113
fa+ha+maj | 3049 | 3049
buf+inv | 2768 | 3847
mux | 38 | 38
other cells | 0 | 7
## registers in the layout, summed over array words and instances (netlist names)
name                                      cells
FILTERS_LEFT.cic3_echip65_noclk.acc1        300
FILTERS_LEFT.cic3_echip65_noclk.acc2        300
FILTERS_LEFT.cic3_echip65_noclk.acc3        300
FILTERS_LEFT.cic3_echip65_noclk.acc3_d      300
FILTERS_LEFT.cic3_echip65_noclk.diff1       300
FILTERS_LEFT.cic3_echip65_noclk.diff1_d     300
FILTERS_LEFT.cic3_echip65_noclk.diff2       300
FILTERS_LEFT.cic3_echip65_noclk.diff2_d     300
FILTERS_LEFT.cic3_echip65_noclk.diff3       300
FILTERS_LEFT.cic3_echip65_noclk.out         300
FILTERS_RIGHT.cic3_echip65_noclk.acc1       300
FILTERS_RIGHT.cic3_echip65_noclk.acc2       300
FILTERS_RIGHT.cic3_echip65_noclk.acc3       300
FILTERS_RIGHT.cic3_echip65_noclk.acc3_d     300
FILTERS_RIGHT.cic3_echip65_noclk.diff1      300
FILTERS_RIGHT.cic3_echip65_noclk.diff1_d    300
FILTERS_RIGHT.cic3_echip65_noclk.diff2      300
FILTERS_RIGHT.cic3_echip65_noclk.diff2_d    300
FILTERS_RIGHT.cic3_echip65_noclk.diff3      300
FILTERS_RIGHT.cic3_echip65_noclk.out        300
cic3_clkdiv.clock_counter                     8
## where the power goes
part           switching [µW]  internal (µW)  total (µW)
Sequential                175            970        1150
Combinational            1140            997        2140
Clock                     347            507         853
Total                    1670           2470        4140
## cell usage after synthesis, drive strengths merged (92+ instances only)
| master | number | area, µm² |
|---|---|---|
| dfrtp | 5400 | 135100 |
| ha | 2929 | 36650 |
| inv | 2649 | 9943 |
| xnor2 | 2220 | 19440 |
| a21oi | 2101 | 10520 |
| nor2 | 1396 | 5240 |
| nand2 | 1241 | 4658 |
| o21ai | 1210 | 6063 |
| a21o | 960 | 7209 |
| xor2 | 893 | 7821 |
| nand3 | 715 | 3578 |
| dfrtn | 608 | 15210 |
| nor3 | 503 | 2517 |
| nor2b | 450 | 2823 |
| and3 | 436 | 2728 |
| o21a | 417 | 3131 |
| nand2b | 313 | 1958 |
| o21bai | 283 | 2125 |
| a31oi | 251 | 1633 |
| a211oi | 232 | 1797 |
| nand4 | 224 | 1401 |
| o31ai | 177 | 1384 |
| or3 | 155 | 969.7 |
| o211ai | 125 | 938.4 |
| and2 | 124 | 775.7 |
| fa | 120 | 2402 |
| clkbuf | 114 | 427.9 |
| a2111oi | 110 | 1079 |
| nor4 | 103 | 650.6 |
| or2 | 98 | 613.1 |
| and4 | 96 | 840.8 |
| a21boi | 92 | 690.7 |
| a311oi | 92 | 868.3 |
## final timing paths
path                                                                   startpoint                                                 endpoint  slack (ns)  depth (start not counted)
setup / recovery                                                          reset_n                   cic3_clkdiv.clock_counter[6]$_DFF_NN0_       30.88                          1
hold / removal                             cic3_clkdiv.clock_counter[0]$_DFF_NN0_                   cic3_clkdiv.clock_counter[0]$_DFF_NN0_        0.34                          1
setup reg to reg           FILTERS_RIGHT[10].cic3_echip65_noclk.acc2[0]$_DFF_PN0_  FILTERS_RIGHT[10].cic3_echip65_noclk.acc2[22]$_DFF_PN0_       96.37                         11
hold reg to reg                            cic3_clkdiv.clock_counter[0]$_DFF_NN0_                   cic3_clkdiv.clock_counter[0]$_DFF_NN0_        0.34                          1
max in group clk0                                                           in[0]   FILTERS_RIGHT[0].cic3_echip65_noclk.acc1[20]$_DFF_PN0_       78.01                          8
min in group asynchronous                                                 reset_n   FILTERS_RIGHT[1].cic3_echip65_noclk.acc3[20]$_DFF_PN0_       18.86                          1
## per-layer routing
layer / wire length (µm) / vias to the layer above
met5: 58 / -
met4: 8243 / 10
met3: 18040 / 415
met2: 227300 / 2037
met1: 252800 / 90180
li1: - / 99250
## worst register-to-register path, stage by stage (launching register included)
cell,delay [ns]
dfrtp_1,0.40
ha_1,0.24
fa_1,0.47
a21o_1,0.20
a21o_1,0.22
a2111oi_2,0.47
o31ai_1,0.18
o2bb2ai_1,0.22
a2111oi_2,0.50
o21ai_0,0.18
a21oi_1,0.21
xnor2_1,0.13
## through the flow
step | utilization | hold WS (ns)
floorplan | - | 0.3250
detailed placement | 0.3245 | 0.3448
finish | 0.3323 | 0.3441
global route | 0.3323 | 0.3597
global placement | 0.3245 | 0.3368
CTS | 0.3323 | 0.3475
## cell type report
cell class                 count  area (µm²)
fill                       97210      669600
clock buffer                 338        6690
multi-input combinational  19000      140900
antenna                        7       17.52
timing repair buffer         782        7577
inverter                    2649        9943
sequential                  6008      150300
tap                        13320       16670
clock inverter                78        1146
Power figures rest on the tool's default switching activity, not on a simulated workload.
