<file path="./design.v">
module cic3_clkdiv
    #(parameter DECIMATION_FACTOR = 256,  
    parameter CLOCK_WIDTH = $clog2(DECIMATION_FACTOR),
    parameter NUMBITS = 3*CLOCK_WIDTH+1)
    (output logic divided_clk,  
    input logic clk,  
    input logic reset_n);  
logic [CLOCK_WIDTH-1:0] clock_counter;
always_comb begin : clock_assign
    divided_clk = clock_counter[CLOCK_WIDTH-1]; 
end  
always_ff @ (negedge clk or negedge reset_n) begin
    if (!reset_n)
        clock_counter <= 'b0; 
    else 
        clock_counter <= clock_counter + 1'b1;
end  
endmodule
module cic3_echip65_noclk  
    #(parameter DECIMATION_FACTOR = 256,  
    parameter CLOCK_WIDTH = $clog2(DECIMATION_FACTOR),
    parameter NUMBITS = 3*CLOCK_WIDTH+1)
    (output logic [NUMBITS-1:0] out,  
    input logic in,  
    input logic [3:0] digital_monitor_sel,  
    input logic divided_clk,  
    input logic clk,  
    input logic reset_n);  
logic [NUMBITS-1:0] in_coded;  
logic [NUMBITS-1:0] acc1;
logic [NUMBITS-1:0] acc2;
logic [NUMBITS-1:0] acc3;
logic [NUMBITS-1:0] acc3_d;
logic [NUMBITS-1:0] diff1;
logic [NUMBITS-1:0] diff2;
logic [NUMBITS-1:0] diff3;
logic [NUMBITS-1:0] diff1_d;
logic [NUMBITS-1:0] diff2_d;
logic [NUMBITS-1:0] cic3_out;
logic [NUMBITS-1:0] digital_mux;  
always_comb begin : coder
    if (in) 
        in_coded = 1;
    else
        in_coded = 0;
end  
always_comb 
    case (digital_monitor_sel)
        4'b0000: digital_mux = cic3_out;
        4'b0001: digital_mux = {24'b0, in};
        4'b0010: digital_mux = in_coded;
        4'b0011: digital_mux = acc1;
        4'b0100: digital_mux = acc2;
        4'b0101: digital_mux = acc3;
        4'b0110: digital_mux = acc3_d;
        4'b0111: digital_mux = diff1;
        4'b1000: digital_mux = diff1_d;
        4'b1001: digital_mux = diff2;
        4'b1010: digital_mux = diff2_d;
        4'b1011: digital_mux = diff3;
        4'b1100: digital_mux = 'b0;
        4'b1101: digital_mux = {24'b0, divided_clk};
        4'b1110: digital_mux = 'b0;
        4'b1111: digital_mux = 'b1;
    endcase 
always_ff @ (posedge clk or negedge reset_n) begin 
    if (!reset_n) begin 
        acc1 <= 'b0; 
        acc2 <= 'b0; 
        acc3 <= 'b0; 
    end 
    else begin
        acc1 <= acc1 + in_coded; 
        acc2 <= acc2 + acc1; 
        acc3 <= acc3 + acc2;  
    end
end  
always_ff @ (posedge divided_clk or negedge reset_n) begin 
    if(!reset_n) begin
        acc3_d <= 'b0; 
        diff1_d <= 'b0; 
        diff2_d <= 'b0; 
        diff1 <= 'b0; 
        diff2 <= 'b0; 
        diff3 <= 'b0;
    end 
    else begin 
        diff1 <= acc3 - acc3_d; 
        diff2 <= diff1 - diff1_d; 
        diff3 <= diff2 - diff2_d; 
        acc3_d <= acc3; 
        diff1_d <= diff1; 
        diff2_d <= diff2; 
    end
end  
always_ff @ (posedge clk or negedge reset_n) begin
    if (!reset_n) begin
        cic3_out <= 'b0;
    end 
    else begin 
        cic3_out <= diff3;
    end
end  
always_ff @ (negedge clk or negedge reset_n) begin
    if (!reset_n) begin 
        out <= 'b0;
    end
    else begin 
        out <= digital_mux;
    end
end  
endmodule
module cic3_echip65_2x12RowV4
( 
output logic [(25-1):0] out0, 
output logic [(25-1):0] out1,
output logic [(25-1):0] out2, 
output logic [(25-1):0] out3,
output logic [(25-1):0] out4, 
output logic [(25-1):0] out5,
output logic [(25-1):0] out6, 
output logic [(25-1):0] out7,
output logic [(25-1):0] out8, 
output logic [(25-1):0] out9,
output logic [(25-1):0] out10, 
output logic [(25-1):0] out11,
output logic [(25-1):0] out12, 
output logic [(25-1):0] out13,
output logic [(25-1):0] out14, 
output logic [(25-1):0] out15,
output logic [(25-1):0] out16, 
output logic [(25-1):0] out17,
output logic [(25-1):0] out18, 
output logic [(25-1):0] out19,
output logic [(25-1):0] out20, 
output logic [(25-1):0] out21,
output logic [(25-1):0] out22, 
output logic [(25-1):0] out23,
input logic [(24-1):0] in,  
input logic [3:0] digital_monitor_selR,  
input logic [3:0] digital_monitor_selL,  
input logic clk,  
input logic reset_n  
);
logic divided_clk;
logic [(12-1):0] inR;  
logic [(12-1):0] inL;  
logic [(12*25-1):0] outR;  
logic [(12*25-1):0] outL;  
genvar k;
generate
    for (k=0; k<12; k=k+1) begin : FILTER_INPUTS
        assign inR[k] = in[k];
        assign inL[k] = in[k+12];
    end
endgenerate
assign out0 = outR[(25*1 -1):25*0];
assign out1 = outR[(25*2 -1):25*1];
assign out2 = outR[(25*3 -1):25*2];
assign out3 = outR[(25*4 -1):25*3];
assign out4 = outR[(25*5 -1):25*4];
assign out5 = outR[(25*6 -1):25*5];
assign out6 = outR[(25*7 -1):25*6];
assign out7 = outR[(25*8 -1):25*7];
assign out8 = outR[(25*9 -1):25*8];
assign out9 = outR[(25*10 -1):25*9];
assign out10 = outR[(25*11 -1):25*10];
assign out11 = outR[(25*12 -1):25*11];
assign out12 = outL[(25*1 -1):25*0];
assign out13 = outL[(25*2 -1):25*1];
assign out14 = outL[(25*3 -1):25*2];
assign out15 = outL[(25*4 -1):25*3];
assign out16 = outL[(25*5 -1):25*4];
assign out17 = outL[(25*6 -1):25*5];
assign out18 = outL[(25*7 -1):25*6];
assign out19 = outL[(25*8 -1):25*7];
assign out20 = outL[(25*9 -1):25*8];
assign out21 = outL[(25*10 -1):25*9];
assign out22 = outL[(25*11 -1):25*10];
assign out23 = outL[(25*12 -1):25*11];
cic3_clkdiv
    cic3_clkdiv (
        .divided_clk            (divided_clk),
        .clk                    (clk),  
        .reset_n                (reset_n)
    );
genvar j;
generate
    for (j=0; j<12; j=j+1) begin : FILTERS_LEFT
        cic3_echip65_noclk
            cic3_echip65_noclk (
                .out                    (outL[(j+1)*25-1:j*25]),  
                .in                     (inL[j]), 
                .clk                    (clk),
                .divided_clk            (divided_clk),
                .digital_monitor_sel    (digital_monitor_selL),
                .reset_n                (reset_n)
            );
    end
endgenerate
genvar i;
generate
    for (i=0; i<12; i=i+1) begin : FILTERS_RIGHT
        cic3_echip65_noclk
            cic3_echip65_noclk (
                .out                    (outR[(i+1)*25-1:i*25]),  
                .in                     (inR[i]),
                .clk                    (clk),
                .divided_clk            (divided_clk),
                .digital_monitor_sel    (digital_monitor_selR),
                .reset_n                (reset_n)
            );
    end
endgenerate
endmodule
</file>
<file path="./run.sh">
#!/bin/bash
# OpenROAD 26Q1-2900-gdf79404cd8, Yosys 0.63+post, stock flow scripts
make -C /OpenROAD-flow-scripts/flow DESIGN_CONFIG=/design/flow/config.mk WORK_HOME=/design/flow/orfs finish
</file>
<file path="./config.mk">
export PLATFORM = sky130hd
export DESIGN_NAME = cic3_echip65_2x12RowV4
export DESIGN_NICKNAME = cic3_echip65_2x12RowV4
export VERILOG_FILES = /design/flow/design.v
export SDC_FILE = /design/flow/constraint.sdc
export NUM_CORES = 4
export LEC_CHECK = 1
export CORE_UTILIZATION = 50
</file>
<file path="./constraint.sdc">
current_design cic3_echip65_2x12RowV4

set clk_period 57.5
set clk_io_pct 0.2

create_clock -name clk0 -period $clk_period [get_ports {clk}]

set non_clock_inputs [all_inputs -no_clocks]
set_input_delay [expr $clk_period * $clk_io_pct] -clock clk0 $non_clock_inputs
set_output_delay [expr $clk_period * $clk_io_pct] -clock clk0 [all_outputs]
</file>
==> impl_metrics.toml <==
# synthesis and place-and-route metrics
[yosys]
syn-cell-area_mm2 = 0.345
xor_share_pct = 8.25
topCellsByArea = "dfrtp_1, ha_1, xnor2_1"
top_cell_area_share_pct = 43.5
simple_gate_share_pct = 9.29
synthFlopType = "dfrtp_1"
synth_warnings = 2
syn_avg_cell_area_um2 = 10.5
post_synth_num_cell_types = 99
synth_cells = 32800
mux_share_pct = 0.0982
ys_sh_aoi_pct = 19.4
ys_sh_adder_pct = 11.3
top_area_cell = "dfrtp_1"
ys_area_mm2 = 0.345
synth-async-reset-ratio_pct = 100
ys_seq_elements = 6608
ys_cells = 32800
enable_flop_cells = 0
topCombFamilyByArea = "AND-OR/OR-AND gates"
ys_seq_share_pct = 47.9

[finish]
layout-drive-gt1-share_pct = 3.84
nFillCells = 57300
lay_top_count = "dfrtp_1"
postLayoutCoreUtil_pct = 55.0
syn_to_final_growth_pct = 9.28
stdcell_count = 42800
mostFrequentLayoutCells = "dfrtp_1, ha_1, inv_1"

[timing]
slew_headroom_pct = 32.6
rsz0062_at_grt = "no"
finalSetupViolations = 0
worst_slew_pin_slew_ns = 1.00
hold_viol_final = 0
untimed_endpoints = 4200
unclocked_regs = 3600
slew_violations = 0
finalClockSkew_ns = 0.107
fin_tns_setup_ns = 0

[critical_path]
cp.required_ns = 29.71
worst-path-max-fanout = 44
crit_type = "in -> reg"
arrival_ns = 16.80
end_kind = "register"
start_kind = "primary input"

[cts]
cts_buffer_depth = 4
postCtsSetupBuffers = 0
cts_tree = "built"
ctsHoldBuffers = 0
cts_root_buffer = "clkbuf_16"
path_clk_slew_ns = 0.04
htree_levels = 5
worstSkewPairLatency_ns = 1.04
numCtsBuffers = 397
postCtsResizedCells = 0

[die]
die_w_um = 833
initial_core_util_pct = 50.3
die_h_um = 833
io_pins = 634
core_area_mm2 = 0.687
dieArea_mm2 = 0.694
rows = 304

[placed_design]
io_buffers = 633
hpwl_um = 738000
routabilityCongestion = 0.984
placedCellCount = 42100

[global_routing]
gr-total-overflow = 0
grt_first_pass_wirelength_um = 1540000
grt_max_degree = 177
grt_pass1_vias = 254000
antenna_found_initial = 30
gr-usage-all-layers_pct = 30.0

[routing]
drc_errors = 0
vias_per_cell = 5.91
routed-via-count = 253000
wl_per_cell_um = 23.2
ant_nets = 0
drtIter0Drc = 18600
dr.pass1.iters = 12
drt-total-wl_um = 993000

[job]
drv_cap = 0
tool_warnings = 71

[power]
peakVddDrop_mv = 0.0283
p_leak_nw = 178
p_per_area_mw_per_mm2 = 26.5

[run_status]
status = "finished, final reports clean"

[worst_hold_path]
min_path_type = "reg -> reg"
layer usage:
metal  wire, um  vias up  part of all wire, %  global-route usage [%]
met3      87000     1334                  8.8                    9.14
met1     425000   124000                   43                    44.7
li1           -   120000                    -                       -
met4      34200       26                  3.4                    8.07
met5        168        -                0.017                       0
met2     447000     7574                   45                    44.9
cell families (layout without fill, tap and decap cells):
logic type	count (synthesis)	after routing
AOI/OAI and AO/OA	9829	9829
xor gates and xnor gates	3251	3251
adders and majority gates	3049	3049
buffers and inverters	3436	4270
DFF	6608	6608
muxes	25	25
other	0	19
and+or+nand+nor	6608	6608
power by group:
| part | switching (W) | leakage [nW] | internal, W |
|---|---|---|---|
| sequential | 0.000529 | 80.2 | 0.00257 |
| combinational | 0.00228 | 90.5 | 0.00186 |
| clock | 0.00109 | 7.00 | 0.00168 |
| total | 0.00390 | 178 | 0.00612 |
stage by stage:
step	setup WS (ns)	hold slack (ns)	cell area, um^2	total power, W
floorplan	12.79	0.325	345000	0.00600
finish	12.91	0.346	377000	0.0100
CTS	13.05	0.353	377000	0.0101
global route	12.77	0.368	377000	0.0107
global placement	12.08	0.342	363000	0.00719
detailed placement	12.03	0.352	363000	0.00724
critical path: stages:
cell and delay, ns:
clkdlybuf4s50_1 0.46, buf_4 0.28, nand2b_1 0.48, nor2_4 0.75, buf_4 0.62, buf_4 0.72
buf_4 0.74, buf_4 0.62, a22oi_1 0.12, and3_1 0.22, a31oi_1 0.18
area by class of cell:
cell class                      instances  area (um^2)  area share [%]
Antenna cell                           19         47.5          0.0126
Clock buffer                          553        11500            3.04
Clock inverter                        192         2860           0.757
Inverter                             2513         9430            2.50
Multi-Input combinational cell      22800       167000            44.3
Sequential cell                      6608       165000            43.8
Tap cell                             9180        11500            3.04
Timing Repair Buffer                 1012         9480            2.51
final timing paths:
check / from / endpoint / slack (ns) / depth (start not counted)
worst max-delay path: digital_monitor_selR[3] / FILTERS_RIGHT[8].cic3_echip65_noclk.out[23] / 12.91 / 11
worst min-delay path: cic3_clkdiv.clock_counter[0] / cic3_clkdiv.clock_counter[0] / 0.35 / 1
worst max register to register: FILTERS_LEFT[3].cic3_echip65_noclk.acc3[0] / FILTERS_LEFT[3].cic3_echip65_noclk.out[0] / 26.62 / 5
worst min register to register: cic3_clkdiv.clock_counter[0] / cic3_clkdiv.clock_counter[0] / 0.35 / 1
max in group asynchronous: reset_n / FILTERS_LEFT[7].cic3_echip65_noclk.out[16] / 13.51 / 8
min in group asynchronous: reset_n / FILTERS_RIGHT[0].cic3_echip65_noclk.acc3[14] / 10.39 / 1
cells in the mapped netlist, drive strengths merged, types with 294 or more instances:
| library cell | number |
|---|---|
| nor2 | 2023 |
| ha | 2929 |
| a22oi | 1727 |
| o21ai | 1171 |
| a31oi | 776 |
| nand3 | 704 |
| xnor2 | 2363 |
| xor2 | 888 |
| nand4 | 335 |
| inv | 2513 |
| and3 | 830 |
| a21o | 1327 |
| a222oi | 596 |
| nand2 | 1324 |
| o21a | 455 |
| clkbuf | 844 |
| nor3 | 299 |
| nor2b | 343 |
| dfrtn | 608 |
| a21oi | 2251 |
| nand2b | 294 |
| dfrtp | 6000 |
Power figures rest on the tool's default switching activity, not on a simulated workload.
