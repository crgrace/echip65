<file path="flow/config.mk">
export PLATFORM = sky130hd
export DESIGN_NAME = cic3_echip65_2x12Row
export DESIGN_NICKNAME = cic3_echip65_2x12Row
export VERILOG_FILES = /design/flow/design.v
export SDC_FILE = /design/flow/constraint.sdc
export NUM_CORES = 4
export LEC_CHECK = 1
export CORE_UTILIZATION = 40
</file>
<file path="flow/constraint.sdc">
current_design cic3_echip65_2x12Row

set clk_period 6.8
set clk_io_pct 0.2

create_clock -name clk0 -period $clk_period [get_ports {clk}]

set non_clock_inputs [all_inputs -no_clocks]
set_input_delay [expr $clk_period * $clk_io_pct] -clock clk0 $non_clock_inputs
set_output_delay [expr $clk_period * $clk_io_pct] -clock clk0 [all_outputs]
</file>
<file path="flow/design.v">
module cic3_echip65
    #(parameter DECIMATION_FACTOR = 256,  
    parameter CLOCK_WIDTH = $clog2(DECIMATION_FACTOR),
    parameter NUMBITS = 3*CLOCK_WIDTH+1)
    (output logic [NUMBITS-1:0] out,  
    input logic in,  
    input logic [3:0] digital_monitor_sel,  
    input logic clk,  
    input logic reset_n);  
logic [NUMBITS-1:0] in_coded;  
logic [NUMBITS-1:0] acc1;
logic [NUMBITS-1:0] acc2;
logic [NUMBITS-1:0] acc3;
logic [NUMBITS-1:0] acc3_d;
logic [NUMBITS-1:0] diff1;
logic [NUMBITS-1:0] diff2;
logic [NUMBITS-1:0] diff3;
logic [NUMBITS-1:0] diff1_d;
logic [NUMBITS-1:0] diff2_d;
logic [NUMBITS-1:0] cic3_out;
logic [CLOCK_WIDTH-1:0] clock_counter;
logic divided_clk;
logic [NUMBITS:0] digital_mux;  
always_comb begin : coder
    if (in) 
        in_coded = 1;
    else
        in_coded = 0;
end  
always_comb 
    case (digital_monitor_sel)
        4'b0000: digital_mux = cic3_out;
        4'b0001: digital_mux = {24'b0, in};
        4'b0010: digital_mux = in_coded;
        4'b0011: digital_mux = acc1;
        4'b0100: digital_mux = acc2;
        4'b0101: digital_mux = acc3;
        4'b0110: digital_mux = acc3_d;
        4'b0111: digital_mux = diff1;
        4'b1000: digital_mux = diff1_d;
        4'b1001: digital_mux = diff2;
        4'b1010: digital_mux = diff2_d;
        4'b1011: digital_mux = diff3;
        4'b1100: digital_mux = {17'b0, clock_counter};
        4'b1101: digital_mux = {24'b0, divided_clk};
        4'b1110: digital_mux = 'b0;
        4'b1111: digital_mux = 'b1;
    endcase 
always_comb begin : clock_assign
    divided_clk = clock_counter[CLOCK_WIDTH-1]; 
end  
always_ff @ (posedge clk or negedge reset_n) begin 
    if (!reset_n) begin 
        acc1 <= 'b0; 
        acc2 <= 'b0; 
        acc3 <= 'b0; 
    end 
    else begin
        acc1 <= acc1 + in_coded; 
        acc2 <= acc2 + acc1; 
        acc3 <= acc3 + acc2;  
    end
end  
always_ff @ (posedge divided_clk or negedge reset_n) begin 
    if(!reset_n) begin
        acc3_d <= 'b0; 
        diff1_d <= 'b0; 
        diff2_d <= 'b0; 
        diff1 <= 'b0; 
        diff2 <= 'b0; 
        diff3 <= 'b0;
    end 
    else begin 
        diff1 <= acc3 - acc3_d; 
        diff2 <= diff1 - diff1_d; 
        diff3 <= diff2 - diff2_d; 
        acc3_d <= acc3; 
        diff1_d <= diff1; 
        diff2_d <= diff2; 
    end
end  
always_ff @ (posedge clk or negedge reset_n) begin
    if (!reset_n) begin
        cic3_out <= 'b0;
    end
    else begin 
        cic3_out <= diff3;
    end
end  
always_ff @ (negedge clk or negedge reset_n) begin
    if (!reset_n) begin
        clock_counter <= 'b0; 
        out <= 'b0;
    end
    else begin 
        clock_counter <= clock_counter + 1'b1;
        out <= digital_mux;
    end
end  
endmodule
module cic3_echip65_2x12Row
#(
parameter NUM_FILTERS_SUBSECTION = 12,
parameter NUM_SUBSECTIONS = 2
)
( 
output logic [(25-1):0] out0, 
output logic [(25-1):0] out1,
output logic [(25-1):0] out2, 
output logic [(25-1):0] out3,
output logic [(25-1):0] out4, 
output logic [(25-1):0] out5,
output logic [(25-1):0] out6, 
output logic [(25-1):0] out7,
output logic [(25-1):0] out8, 
output logic [(25-1):0] out9,
output logic [(25-1):0] out10, 
output logic [(25-1):0] out11,
output logic [(25-1):0] out12, 
output logic [(25-1):0] out13,
output logic [(25-1):0] out14, 
output logic [(25-1):0] out15,
output logic [(25-1):0] out16, 
output logic [(25-1):0] out17,
output logic [(25-1):0] out18, 
output logic [(25-1):0] out19,
output logic [(25-1):0] out20, 
output logic [(25-1):0] out21,
output logic [(25-1):0] out22, 
output logic [(25-1):0] out23,
input logic [(24-1):0] in,  
input logic clk,  
input logic reset_n  
);
logic [(NUM_FILTERS_SUBSECTION-1):0] inR;  
logic [(NUM_FILTERS_SUBSECTION-1):0] inL;  
logic [(NUM_FILTERS_SUBSECTION*25-1):0] outR;  
logic [(NUM_FILTERS_SUBSECTION*25-1):0] outL;  
genvar k;
generate
    for (k=0; k<NUM_FILTERS_SUBSECTION; k=k+1) begin : FILTER_INPUTS
        assign inR[k] = in[k];
        assign inL[k] = in[k+NUM_FILTERS_SUBSECTION];
    end
endgenerate
assign out0 = outR[(25*1 -1):25*0];
assign out1 = outR[(25*2 -1):25*1];
assign out2 = outR[(25*3 -1):25*2];
assign out3 = outR[(25*4 -1):25*3];
assign out4 = outR[(25*5 -1):25*4];
assign out5 = outR[(25*6 -1):25*5];
assign out6 = outR[(25*7 -1):25*6];
assign out7 = outR[(25*8 -1):25*7];
assign out8 = outR[(25*9 -1):25*8];
assign out9 = outR[(25*10 -1):25*9];
assign out10 = outR[(25*11 -1):25*10];
assign out11 = outR[(25*12 -1):25*11];
assign out12 = outL[(25*1 -1):25*0];
assign out13 = outL[(25*2 -1):25*1];
assign out14 = outL[(25*3 -1):25*2];
assign out15 = outL[(25*4 -1):25*3];
assign out16 = outL[(25*5 -1):25*4];
assign out17 = outL[(25*6 -1):25*5];
assign out18 = outL[(25*7 -1):25*6];
assign out19 = outL[(25*8 -1):25*7];
assign out20 = outL[(25*9 -1):25*8];
assign out21 = outL[(25*10 -1):25*9];
assign out22 = outL[(25*11 -1):25*10];
assign out23 = outL[(25*12 -1):25*11];
genvar j;
generate
    for (j=0; j<NUM_FILTERS_SUBSECTION; j=j+1) begin : FILTERS_LEFT
        cic3_echip65
            cic3_echip65 (
                .out                    (outL[(j+1)*25-1:j*25]),  
                .in                     (inL[j]),
                .clk                    (clk),
                .reset_n                (reset_n)
            );
    end
endgenerate
genvar i;
generate
    for (i=0; i<NUM_FILTERS_SUBSECTION; i=i+1) begin : FILTERS_RIGHT
        cic3_echip65
            cic3_echip65(
                .out                    (outR[(i+1)*25-1:i*25]),  
                .in                     (inR[i]),
                .clk                    (clk),
                .reset_n                (reset_n)
            );
    end
endgenerate
endmodule
</file>
<file path="flow/run.sh">
#!/bin/bash
# OpenROAD 26Q1-2900-gdf79404cd8, Yosys 0.63+post, stock flow scripts
make -C /OpenROAD-flow-scripts/flow DESIGN_CONFIG=/design/flow/config.mk WORK_HOME=/design/flow/orfs finish
</file>
==> results.txt <==
flow finished, numbers: core box area=797000 um^2, post-CTS resize count=0, Clock Root Buffer=clkbuf_16, Crit path largest cell delay=between 500 and 600 ps, Final Util=roughly 44%, vias in the first global route=~190k, gr ovfl total=0, Unique masters post-synth=a little under 90, gp weighted congestion=around 0.86, Comb area=between 100000 and 150000 um^2, Sum Neg Setup Slack=0 ps, Post-synth top cells=dfrtp_1 (6000), ha_1 (2952), inv_1 (2653), hold buffers post-CTS=0, first-pass GRT wire length=930000 um, GRT Overall Usage=between 10 and 15%, most frequent cell after synthesis=dfrtp_1, MaxCap Viol Count=0, top_reg_cell synth=dfrtp_1, total power=just under 80 mW, standard-cell rows=between 300 and 400, Largest cells by area=dfrtp_1 (47%), ha_1 (12%), xnor2_1 (6.5%), Ports=roughly 630, WL/cell=between 10 and 15 um, DIE AREA=approximately 800000 um^2, number of nets still failing antenna checks after routing=0, Placed Area=between 300000 and 400000 um^2, CTS tree=built, hpwl dp=between 400000 and 500000 um, Final Cell Area=354000 um^2, Post-Syn Area per Cell=11.3 um^2, Area Overhead vs Synth=10.7%, Slew @ Worst Pin=around 800 ps, CP cell instances=clkdlybuf4s50_1, Log Warnings=roughly 57, register area=~170000 um^2, Worst path top cell family by delay=buffers and inverters, DRC viols=0, Worst setup EP type=primary output, Hold Crit Class=input pin to asynchronous set/reset pin, FILL cells=71101, Yosys Warn Count=97, Synth area leader=dfrtp_1, status=completed, largest net degree at the start of global routing=between 100 and 150, Final Hold Viols=0, Cells after Synth=about 28000, VDD IR-drop max=about 330 uV, pre-CTS WS=841 ps, Critical Path RT=roughly 5400 ps, register area share after synthesis=53.2%, Rel. slew slack=roughly 46%, Yosys chip area=about 320000 um^2, Post-Route WL=around 540000 um, yosys cell count=between 20000 and 30000, type of the worst setup path=flip-flop to primary output, Buf/Inv on CP=1, vias per cell=4.86, Synth async-reset ratio=100%, fraction of layout cells with a size suffix above 1=under 10%, leakage=about 170 nW, maximum clock insertion buffer count=4, Mapped Area=~320000 um^2, Crit-path slowest cell=clkdlybuf4s50_1, vias=between 150k and 200k, clock buffer count from CTS=379, DIE WIDTH=896 um, endpoints left unconstrained=approximately 4200, Setup WS post-layout=between 200 and 250 ps, RSZ-0062 raised after global routing=no, worst path arrival time=5230 ps, Initial Utilization=40.1%, power per cell area=about 220 nW/um^2, flip-flops with a built-in enable=0, die height=~900 um, H-tree lvl count=5, Reg clk slew, reported paths=about 60 ps, Final setup viols=0, ys flops=around 6800, register pins left without a clock=3600, crit path launch type=flip-flop, clk_skew=~100 ps, IO Port Bufs=~630, antenna violations before repair=22, drt first-iter violations=around 8300, DRT Pass-1 Iters=6, worst-path maximum fanout=1, Latency at later pin=between 1000 and 1500 ps, Max-area cell share=47.0%, Setup Buffers After CTS=0, Slew Limit Fails=0
## layout by cell type (no fill, tap or decap), types with 727 or more instances in the layout
master      n
dfrtp_1  6000
ha_1     2952
inv_1    2653
xnor2_1  2389
a21oi_1  2036
nor2_1   1594
nand2_1  1265
o21ai_0  1114
a21o_1   1106
xor2_1    864
dfrtn_1   792
nand3_1   727
## sequential cells by signal, summed over array words and instances (netlist names), 300 cells and up
register                             cells
FILTERS_RIGHT.cic3_echip65.acc2        300
FILTERS_LEFT.cic3_echip65.acc3         300
FILTERS_RIGHT.cic3_echip65.acc3        300
FILTERS_RIGHT.cic3_echip65.diff2       300
FILTERS_LEFT.cic3_echip65.acc1         300
FILTERS_RIGHT.cic3_echip65.diff2_d     300
FILTERS_LEFT.cic3_echip65.diff1        300
FILTERS_RIGHT.cic3_echip65.out         300
FILTERS_LEFT.cic3_echip65.diff3        300
FILTERS_LEFT.cic3_echip65.out          300
FILTERS_RIGHT.cic3_echip65.acc3_d      300
FILTERS_LEFT.cic3_echip65.diff2        300
FILTERS_RIGHT.cic3_echip65.diff1       300
FILTERS_RIGHT.cic3_echip65.cic3_out    300
FILTERS_RIGHT.cic3_echip65.acc1        300
FILTERS_LEFT.cic3_echip65.diff2_d      300
FILTERS_LEFT.cic3_echip65.cic3_out     300
FILTERS_LEFT.cic3_echip65.diff1_d      300
FILTERS_LEFT.cic3_echip65.acc2         300
FILTERS_RIGHT.cic3_echip65.diff1_d     300
FILTERS_RIGHT.cic3_echip65.diff3       300
FILTERS_LEFT.cic3_echip65.acc3_d       300
## logic make-up after synthesis
family,after synthesis,synth area share [%]
compound gates,6672,13.6
xor+xnor,3253,8.91
fa+ha+maj,3072,12.3
buf+inv,2776,3.26
flops,6792,53.2
mux,10,0.0313
simple gates,5750,8.73
## power breakdown
group / total, mW / internal [mW] / switching, mW
registers: 25.3 / 22.6 / 2.68
clock network: 21.1 / 12.4 / 8.79
logic: 31.8 / 14.8 / 17.0
total: 78.2 / 49.8 / 28.5
## metal layers
layer	vias up	global-route usage [%]	wire length, um
li1	100416	-	-
met1	92880	22.2	264000
met2	1930	22.3	251000
met3	579	1.82	17500
met4	2	2.02	9290
met5	-	0	13
## worst paths after layout
path	start	endpoint	slack, ps	depth (start not counted)
setup / recovery	FILTERS_LEFT[5].cic3_echip65.out[0]$_DFF_NN0_	out17[0]	210	1
hold / removal	reset_n	FILTERS_LEFT[9].cic3_echip65.cic3_out[20]$_DFF_PN0_	220	1
setup reg to reg	FILTERS_LEFT[6].cic3_echip65.cic3_out[24]$_DFF_PN0_	FILTERS_LEFT[6].cic3_echip65.out[24]$_DFF_NN0_	2740	0
hold reg to reg	FILTERS_LEFT[2].cic3_echip65.clock_counter[0]$_DFF_NN0_	FILTERS_LEFT[2].cic3_echip65.clock_counter[0]$_DFF_NN0_	340	1
max in group asynchronous	reset_n	FILTERS_RIGHT[2].cic3_echip65.clock_counter[6]$_DFF_NN0_	1840	3
min in group clk0	FILTERS_LEFT[2].cic3_echip65.clock_counter[0]$_DFF_NN0_	FILTERS_LEFT[2].cic3_echip65.clock_counter[0]$_DFF_NN0_	340	1
## metrics by stage
step                std cells  hold slack, ps
floorplan               28325             324
global placement        39579             334
detailed placement      39579             343
CTS                     40291            87.3
global route            40292             156
finish                  40296             220
## final cells by class
type	count	area share, %
clock buffers	539	3.17
multi-input cells	18757	39.4
diodes	5	0.00354
clock inverters	173	0.593
repair buffers	817	2.28
well taps	10560	3.73
inverters	2653	2.81
flip-flops and latches	6792	48.0
Power figures rest on the tool's default switching activity, not on a simulated workload.
